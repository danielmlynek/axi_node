==> design/flow/design.v <==
module axi_multiplexer
#(
    parameter DATA_WIDTH = 64,
    parameter N_IN       = 16,
    parameter SEL_WIDTH  = $clog2(N_IN)
)
(
    input  logic [N_IN-1:0][DATA_WIDTH-1:0]   IN_DATA,
    output logic [DATA_WIDTH-1:0]             OUT_DATA,
    input  logic [SEL_WIDTH-1:0]              SEL
);
  assign OUT_DATA = IN_DATA[SEL];
endmodule
==> design/flow/run.sh <==
#!/bin/bash
# OpenROAD 26Q1-2900-gdf79404cd8, Yosys 0.63+post, stock flow scripts
make -C /OpenROAD-flow-scripts/flow DESIGN_CONFIG=/design/flow/config.mk WORK_HOME=/design/flow/orfs finish
==> design/flow/config.mk <==
export PLATFORM = sky130hd
export DESIGN_NAME = axi_multiplexer
export DESIGN_NICKNAME = axi_multiplexer
export VERILOG_FILES = /design/flow/design.v
export SDC_FILE = /design/flow/constraint.sdc
export NUM_CORES = 4
export LEC_CHECK = 1
export CORE_AREA = 10 10 420 420
export DIE_AREA = 0 0 430 430
==> design/flow/constraint.sdc <==
current_design axi_multiplexer

set clk_period 1.8
set clk_io_pct 0.2

create_clock -name clk0 -period $clk_period

set non_clock_inputs [all_inputs -no_clocks]
set_input_delay [expr $clk_period * $clk_io_pct] -clock clk0 $non_clock_inputs
set_output_delay [expr $clk_period * $clk_io_pct] -clock clk0 [all_outputs]
==> results.toml <==
# implementation run metrics
[layout]
fillers = 18462
seq_cell_count = 0
regArea_um2 = 0
syn2layout_area_growth_pct = 236.3
nClkBuffers = 0
comb_area_um2 = 7820
layout.cells.non_filler = 4072
drive_above_1_share_pct = 41.79

[sta]
min_period_over_period_pct = 139.4
min_period_ns = 2.510
rsz0062_at_grt = "true"
finalSetupViolCount = 64
fin_ws_ns = -0.7098
tightest_slew_ns = 0.5537
slew_headroom_pct = 63.09
drv_slew = 0
whs_ns = 1.309
clock.fmax_mhz = 398.4
hold_viol_final = 0

[floorplan]
die_h_um = 430
initCoreUtil_pct = 4.452
die_x_um = 430
row_count = 150
pin_count = 1092
chip_area_um2 = 184900
core_area_um2 = 167200

[routing]
ant_nets = 0
drc = 0
wl_per_cell_um = 40.88
drt_iter0_markers = 849
vias_per_cell = 3.324
firstDrtPassIters = 5
vias = 13535
drt-total-wl_mm = 166.4

[worst_setup_path]
end_kind = "output pin"
crit_chain = "buf_16, buf_12, buf_12, buf_8, mux4_2, a22oi_2, buf_6, nand2_4, buf_12"
slowest_delay_ns = 0.51
required_ns = 1.44
path_class = "in -> out"
cp_slowest_cell = "mux4_2"
crit_end = "OUT_DATA[23]"
arrival_ns = 2.15
crit_top_cell = "buf_12"
worst_setup_path_start_kind = "input port"
crit_path_start = "SEL[0]"
critPathMaxFanout = 6

[yosys]
area_leaders = "mux4_2 77%, a22oi_1 13%, nand2_1 3.2%"
avgSynthCellArea_um2 = 13.89
top_cell = "mux4_2"
netlist.area_leader.share_pct = 77.45
synth-seq-area-share_pct = 0
synth_cells = 536
yosysWarnings = 0
synth_cell_types = 11
top_area_cell = "mux4_2"
yosys-stat-area_um2 = 7445
synthTopCellsByCount = "256 x mux4_2, 128 x a22oi_1, 64 x nand2_1"
syn_area_um2 = 7445
yosys-stat-cells = 536

[status]
status = "complete, but fails checks"
violations = "setup timing"

[place]
placed_cells = 3905
dp_hpwl_mm = 155.6
io_buffers = 1092
place_congestion = 1.060

[global_routing]
antenna_found_initial = 221
top_usage_layer = "met2"
met2_usage_pct = 30.86
met1_usage_pct = 17.66
grt_pass1_vias = 14095
use_met3_pct = 10.47
grt_pass1_wl_mm = 197.2
grt.overflow.total = 0
gr-usage-all-layers_pct = 17.51
grt_max_degree = 22

[min_path]
hp-class = "in -> out"

[power]
cellPowerDensity_nw_per_um2 = 273.2
ir_worst_vdd_uv = 109.2
p_leak_nw = 8.499

[clocking]
cts_hold_buf = 0

[run]
warnings = 35
cap_viol_max_count = 0
==> power breakdown <==
group          total (mW)  switching (mW)  internal [mW]
clock network  0.00000361               0     0.00000361
logic                6.84            2.60           4.24
registers               0               0              0
==> layout make-up <==
| class | instances | share of cell area (%) |
|---|---|---|
| repair buffers | 1369 | 57.28 |
| well taps | 2204 | 11.01 |
| diodes | 47 | 0.4697 |
| multi-input cells | 452 | 31.23 |
==> routing by layer <==
metal / wire (µm) / vias up
li1: - / 5201
met1: 54240 / 6653
met2: 84560 / 1103
met3: 21870 / 422
met4: 4555 / 156
met5: 1223 / -
==> placed cells by master (no fill, tap or decap), types with 23 or more instances in the layout <==
| cell type | Yosys | layout |
|---|---|---|
| clkdlybuf4s50_1 | 0 | 1000 |
| buf_6 | 13 | 123 |
| nand2_4 | 0 | 29 |
| a22oi_2 | 0 | 108 |
| dlygate4sd2_1 | 0 | 23 |
| buf_12 | 0 | 52 |
| mux4_2 | 256 | 256 |
| buf_4 | 6 | 117 |
| diode_2 | 0 | 47 |
==> cells by family (layout without fill, tap and decap cells) <==
family                 Yosys count  in the layout  share of synthesized area, %
other                            0             47                             0
multiplexers                   256            256                         77.45
AND-OR/OR-AND                  128            128                         12.91
AND/OR/NAND/NOR                 68             68                         3.529
buffers and inverters           84           1369                         6.118
==> repair_timing <==
action / CTS / global route
cloned: 9 / 2
pin swaps: 69 / 53
endpoints found under the setup margin: 64 / 64
setup buffers: 88 / 45
gates resized: 446 / 103
==> worst min-delay path by stage <==
stage / from / to / cells after the start
6_report: SEL[1] / OUT_DATA[50] / 5
5_1_grt: SEL[1] / OUT_DATA[50] / 5
4_1_cts: SEL[1] / OUT_DATA[50] / 5
==> critical path: cells and delay by family <==
kind                   cells  cell delay (ns)
AOI/OAI and AO/OA          1             0.33
muxes                      1             0.51
and+or+nand+nor            1             0.06
buffers and inverters      6             0.85
==> through the flow <==
step | utilization (%) | power (mW) | worst slack, ns | TNS (ns) | area, µm²
global placement | 13.28 | 6.079 | -1.516 | -65.23 | 22210
finish | 14.97 | 6.841 | -0.7098 | -37.01 | 25040
global route | 14.94 | 7.162 | -0.7449 | -41.36 | 24980
detailed placement | 13.28 | 6.079 | -1.529 | -65.37 | 22210
CTS | 14.59 | 6.811 | -0.8128 | -42.25 | 24410
floorplan | - | 1.627 | -0.01884 | -1.074 | 7637
No activity file was given, so power comes from the tool's default toggle rates.
