### /design/flow/config.mk
export PLATFORM = sky130hd
export DESIGN_NAME = axi_BR_allocator
export DESIGN_NICKNAME = axi_BR_allocator
export VERILOG_FILES = /design/flow/design.v
export SDC_FILE = /design/flow/constraint.sdc
export NUM_CORES = 4
export LEC_CHECK = 1
export CORE_UTILIZATION = 40
### /design/flow/constraint.sdc
current_design axi_BR_allocator

set clk_period 3.5
set clk_io_pct 0.2

create_clock -name clk0 -period $clk_period [get_ports {clk}]

set non_clock_inputs [all_inputs -no_clocks]
set_input_delay [expr $clk_period * $clk_io_pct] -clock clk0 $non_clock_inputs
set_output_delay [expr $clk_period * $clk_io_pct] -clock clk0 [all_outputs]
### /design/flow/design.v
module axi_BR_allocator #(
    parameter                   AXI_USER_W     = 6,
    parameter                   N_INIT_PORT    = 1,
    parameter                   N_TARG_PORT    = 7,
    parameter                   AXI_DATA_W     = 64,
    parameter                   AXI_ID_IN      = 16,
    parameter                   LOG_N_TARG     = $clog2(N_TARG_PORT),
    parameter                   LOG_N_INIT     = $clog2(N_INIT_PORT),
    parameter                   AXI_ID_OUT     = AXI_ID_IN + $clog2(N_TARG_PORT)
)(
  input  logic                                                          clk,
  input  logic                                                          rst_n,
  input  logic [N_INIT_PORT-1:0][AXI_ID_OUT-1:0]                        rid_i,
  input  logic [N_INIT_PORT-1:0][AXI_DATA_W-1:0]                        rdata_i,
  input  logic [N_INIT_PORT-1:0][ 1:0]                                  rresp_i,
  input  logic [N_INIT_PORT-1:0]                                        rlast_i,    
  input  logic [N_INIT_PORT-1:0][AXI_USER_W-1:0]                        ruser_i,    
  input  logic [N_INIT_PORT-1:0]                                        rvalid_i,   
  output logic [N_INIT_PORT-1:0]                                        rready_o,    
  output  logic [AXI_ID_IN-1:0]                                         rid_o,
  output  logic [AXI_DATA_W-1:0]                                        rdata_o,
  output  logic [ 1:0]                                                  rresp_o,
  output  logic                                                         rlast_o,    
  output  logic [AXI_USER_W-1:0]                                        ruser_o,    
  output  logic                                                         rvalid_o,   
  input   logic                                                         rready_i,    
  input   logic                                                         incr_req_i,
  output  logic                                                         full_counter_o,
  output  logic                                                         outstanding_trans_o,
  input   logic                                                         error_req_i,
  output  logic                                                         error_gnt_o,
  input   logic [ 7:0]                                                  error_len_i,
  input   logic [AXI_USER_W-1:0]                                        error_user_i,
  input   logic [AXI_ID_IN-1:0]                                         error_id_i,
  input  logic                                                          sample_ardata_info_i
);
localparam      AUX_WIDTH = AXI_DATA_W + 2 + 1 + AXI_USER_W;
logic [N_INIT_PORT-1:0][AUX_WIDTH-1:0]                          AUX_VECTOR_IN;
logic [AUX_WIDTH-1:0]                                           AUX_VECTOR_OUT;
logic [N_INIT_PORT-1:0][AXI_ID_IN-1:0]                          rid_int;
genvar i;
logic   [9:0]                                                   outstanding_counter;
logic                                                           decr_req;
enum logic [1:0]                                                {OPERATIVE, ERROR_SINGLE, ERROR_BURST, GO_ERROR} CS, NS;
logic   [7:0]                                                   CounterBurstCS, CounterBurstNS;
logic   [ 7:0]                                                  error_len_S;
logic   [AXI_USER_W-1:0]                                        error_user_S;
logic   [AXI_ID_IN-1:0]                                         error_id_S;
logic [AXI_ID_IN-1:0]                                           rid_ARB_TREE;
logic [AXI_DATA_W-1:0]                                          rdata_ARB_TREE;
logic [ 1:0]                                                    rresp_ARB_TREE;
logic                                                           rlast_ARB_TREE;    
logic [AXI_USER_W-1:0]                                          ruser_ARB_TREE;    
logic                                                           rvalid_ARB_TREE;   
logic                                                           rready_ARB_TREE;    
assign outstanding_trans_o = (outstanding_counter == '0) ? 1'b0 : 1'b1;
assign decr_req = rvalid_ARB_TREE & rready_ARB_TREE & rlast_ARB_TREE;
assign full_counter_o = (outstanding_counter == '1) ? 1'b1 : 1'b0;
always_ff @(posedge clk, negedge rst_n)
begin
    if(rst_n == 1'b0)
      outstanding_counter  <= '0;
    else
    begin
      case({incr_req_i, decr_req})
        2'b00: begin  outstanding_counter  <= outstanding_counter; end
        2'b01:
        begin
                if(outstanding_counter != '0)
                    outstanding_counter  <= outstanding_counter - 1'b1;
                else
                    outstanding_counter  <= '0;
        end
        2'b10:
        begin
                if(outstanding_counter != '1)
                    outstanding_counter  <= outstanding_counter + 1'b1;
                else
                    outstanding_counter  <= '1;
        end
        2'b11: begin  outstanding_counter  <= outstanding_counter; end
      endcase
    end
end
always_ff @(posedge clk, negedge rst_n)
begin
  if(rst_n == 1'b0)
  begin
    CS             <= OPERATIVE;
    CounterBurstCS <= '0;
    error_user_S   <= '0;
    error_id_S     <= '0;
    error_len_S    <= '0;
  end
  else
  begin
    CS <= NS;
    CounterBurstCS <= CounterBurstNS;
    if(sample_ardata_info_i)
    begin
        error_user_S  <= error_user_i;
        error_id_S    <= error_id_i;
        error_len_S   <= error_len_i;
    end
  end
end
always_comb
begin
  rid_o           = rid_ARB_TREE;
  rdata_o         = rdata_ARB_TREE;
  rresp_o         = rresp_ARB_TREE;
  rlast_o         = rlast_ARB_TREE;
  ruser_o         = ruser_ARB_TREE;
  rvalid_o        = rvalid_ARB_TREE;
  rready_ARB_TREE = rready_i;
  CounterBurstNS = CounterBurstCS;
  error_gnt_o      = 1'b0;
  case(CS)
    OPERATIVE :
    begin
        CounterBurstNS   = '0;
        rready_ARB_TREE  = rready_i;
        error_gnt_o      = 1'b0;
        if((error_req_i == 1'b1))
        begin
          if(outstanding_trans_o == 1'b0)
          begin
              if(error_len_i == '0)
                NS = ERROR_SINGLE;
              else
                NS = ERROR_BURST;
          end
          else
          begin
              NS = GO_ERROR;
          end
        end
        else
        begin
          NS = OPERATIVE;
        end
    end
    GO_ERROR:
    begin
          CounterBurstNS   = '0;
          rready_ARB_TREE  = rready_i;
          error_gnt_o      = 1'b0;
          if(outstanding_trans_o == 1'b0)
          begin
              if(error_len_S == '0)
                NS = ERROR_SINGLE;
              else
                NS = ERROR_BURST;
          end
          else
          begin
              NS = GO_ERROR;
          end
    end
    ERROR_SINGLE :
    begin
        rready_ARB_TREE = 1'b0;
        CounterBurstNS = '0;
        error_gnt_o = 1'b1;
        rresp_o     = axi_pkg::RESP_DECERR;
        rdata_o     = { (AXI_DATA_W/32) {32'hDEADBEEF}};
        rvalid_o    = 1'b1;
        ruser_o     = error_user_S;
        rlast_o     = 1'b1;
        rid_o       = error_id_S;
        if(rready_i)
          NS = OPERATIVE;
        else
          NS = ERROR_SINGLE;
    end
    ERROR_BURST :
    begin
        rready_ARB_TREE = 1'b0;
        rresp_o     = axi_pkg::RESP_DECERR;
        rdata_o     = { (AXI_DATA_W/32) {32'hDEADBEEF}};
        rvalid_o    = 1'b1;
        ruser_o     = error_user_S;
        rid_o       = error_id_S;
        if(rready_i)
        begin
            if(CounterBurstCS < error_len_i)
            begin
              CounterBurstNS = CounterBurstCS + 1'b1;
              error_gnt_o    = 1'b0;
              rlast_o        = 1'b0;
              NS             = ERROR_BURST;
            end
            else
            begin
              error_gnt_o    = 1'b1;
              CounterBurstNS = '0;
              NS             = OPERATIVE;
              rlast_o        = 1'b1;
            end
        end
        else
        begin
            NS = ERROR_BURST;
            error_gnt_o      = 1'b0;
        end
    end
    default :
    begin
        CounterBurstNS = '0;
        NS             = OPERATIVE;
        error_gnt_o      = 1'b0;
    end
  endcase
end
assign        { ruser_ARB_TREE, rlast_ARB_TREE, rresp_ARB_TREE, rdata_ARB_TREE}  =  AUX_VECTOR_OUT;
generate
  for(i=0;i<N_INIT_PORT;i++)
  begin : AUX_VECTOR_BINDING
      assign AUX_VECTOR_IN[i] =  { ruser_i[i], rlast_i[i], rresp_i[i], rdata_i[i]};
  end
  for(i=0;i<N_INIT_PORT;i++)
  begin : RID_VECTOR_BINDING
      assign rid_int[i] =  rid_i[i][AXI_ID_IN-1:0];
  end
if(N_INIT_PORT == 1)
begin : DIRECT_BINDING
    assign rvalid_ARB_TREE = rvalid_i;
    assign AUX_VECTOR_OUT  = AUX_VECTOR_IN;
    assign rid_ARB_TREE   = rid_int;
    assign rready_o       = rready_i;
end
else
begin : ARB_TREE
    axi_ArbitrationTree
    #(
      .AUX_WIDTH  (AUX_WIDTH),
      .ID_WIDTH   (AXI_ID_IN),
      .N_MASTER   (N_INIT_PORT)
    )
    BR_ARB_TREE
    (
      .clk           (  clk            ),
      .rst_n         (  rst_n          ),
      .data_req_i    (  rvalid_i       ),
      .data_AUX_i    (  AUX_VECTOR_IN  ),
      .data_ID_i     (  rid_int        ),
      .data_gnt_o    (  rready_o       ),
      .data_req_o    (  rvalid_ARB_TREE  ),
      .data_AUX_o    (  AUX_VECTOR_OUT   ),
      .data_ID_o     (  rid_ARB_TREE     ),
      .data_gnt_i    (  rready_ARB_TREE  ),
      .lock          (1'b0),
      .SEL_EXCLUSIVE ({$clog2(N_INIT_PORT){1'b0}})
    );
end
endgenerate
endmodule
### /design/flow/run.sh
#!/bin/bash
# OpenROAD 26Q1-2900-gdf79404cd8, Yosys 0.63+post, stock flow scripts
make -C /OpenROAD-flow-scripts/flow DESIGN_CONFIG=/design/flow/config.mk WORK_HOME=/design/flow/orfs finish
==> deck_impl_summary.md <==
Implementation Results

Synth
  – Cell total in the yosys stat output: 377
  – Share of the synthesized area in the top cell type: 36.36%
  – Post-synth cell types: 48
  – Count of flip-flops with a built-in enable after synthesis: 0
  – Top post-synthesis cells by count: mux2_2 (52), dfrtp_1 (51), or3_1 (50), clkbuf_1 (25)
  – Netlist area before placement: 3510 sq um
  – Synth Register Bits: 52
  – Largest cells by area after synthesis: dfrtp_1 (36%), mux2_2 (17%), or3_1 (8.9%)
  – Area figure in the yosys stat output: 3510 sq um
  – Most popular library cell in the synthesized design by count: mux2_2
  – Number of cells produced by synthesis: 377
  – Library cell occupying the most area in the post-synthesis netlist: dfrtp_1
  – Ys Warns: 3
  – Post-synth seq share: 37.11%
  – Ys async rst share: 100.0%
  – Dominant Register Cell: dfrtp_1
  – Average cell area after synthesis: 9.309 sq um

Floorplanning
  – Die X: 95.67 microns
  – Vertical extent of the die: 95.67 microns
  – Ports: 223
  – FP Rows: 33
  – Die Size: 9153 sq um
  – Floorplan utilization: 42.08%
  – Core Footprint: 8341 sq um

Route
  – Routed Antenna Nets: 0
  – Overall routed net length: 10580 microns
  – Detailed-route via count: 3581
  – Via count normalized by instance count: 5.145
  – Routed len/inst: 15.20 microns
  – Number of detailed-route iterations in the first pass: 4
  – Drt first-iter violations: 161
  – Final antenna diode count: 0
  – Detailed-route DRC error count: 0

Final timing
  – Transition time at the pin with the least slew margin: 0.7227 ns
  – Fin crit share: 97.35%
  – Setup repair after global routing missed its margin: yes
  – Crit path time final: 3.407 ns
  – Total negative slack: 0 ns
  – Setup-failing EPs final: 0
  – Max-Slew Margin vs Limit: 51.70%
  – Number of failing hold endpoints at the final stage: 0
  – Peak clock frequency supported by timing: 293.5 MHz
  – Max-slew violation total from the final report: 0
  – Clock skew after layout: 0.007716 ns

Clocking
  – Clock tree from TritonCTS: built
  – CTS max path bufs: 2
  – Late-Pin Clk Latency: 0.30 ns
  – Number of buffers created by CTS: 5
  – Hold Buf Count CTS: 0
  – H-tree lvl count: 2
  – Clock edge transition at the registers on the reported setup and hold paths: 0.09 ns
  – Clock root buffer master: clkbuf_8
  – Total number of clock tree sinks: 52

Global route
  – Remaining Overflow, GRT: 0
  – Maximum number of pins on one net before global-route repair: 60
  – Total routing resource utilization after global routing: 23.65%
  – Number of global-route vias before repair: 3255
  – Number of antenna violations at the first check in global routing: 0
  – First-pass GRT wire length: 16390 microns

Min path
  – Class of the tightest hold or removal check: primary input to async pin

Finish
  – Filler instances: 618
  – Flop area: 1303 sq um
  – Area of the multi-input gates: 2074 sq um
  – Ratio of cells with drive above 1 in the final layout: 14.89%
  – Design area: 5982 sq um
  – Relative area change from synthesis to final layout: 70.45%

Worst setup path
  – Class of the most critical setup path: primary input to primary output
  – Biggest cell delay along the critical path: 0.48 ns
  – Endpoint type of the worst setup path: primary output
  – Worst-case reg-to-reg path depth: 6
  – Worst reg2reg path startpoint: CS[2]$_DFF_PN0_
  – Arrival time reported for the critical path endpoint: 2.71 ns
  – Maximum fanout along the worst path: 9
  – Capturing point of the worst reg2reg path: outstanding_counter[5]$_DFFE_PN0N_
  – Kind of start point of the critical path: primary input
  – Master of the slowest instance on the critical path: clkdlybuf4s50_1
  – Ordered cell list for the critical path: clkdlybuf4s50_1, inv_1, ha_1, nor4_1, o21ai_1, a21oi_2, buf_4, o21bai_1, clkdlybuf4s50_1
  – Most used cell, CP: clkdlybuf4s50_1
  – Required arrival time at the worst endpoint: 2.80 ns
  – Register-to-register setup slack: 0.83 ns

Pwr
  – Leakage: 0.002499 uW
  – Largest vdd supply drop: 0.0003210 V
  – Power density normalized to cell area: 310.6 nW/um^2

Placed design
  – Count of input and output buffers: 219
  – Placer congestion estimate: 0.8877
  – Placed wire-length estimate: 8032 microns
  – Cell Area, Placed: 5828 sq um

Job
  – Tool warnings: 32
  – Number of maximum-capacitance constraint violations: 0

Outcome
  – Status: complete, no violations
-- per-layer routing --
metal	routed length [microns]	GRT usage, %	vias to the layer above
met4	62	1.493	0
met2	5093	35.24	116
met5	0	0	-
li1	-	-	1782
met3	648	3.812	6
met1	4777	38.99	1677
-- sequential cells by signal (all words and copies together) (netlist names) --
name                 count
outstanding_counter     10
CS                       4
CounterBurstCS           8
error_user_S             6
error_id_S              16
error_len_S              8
-- cell type report --
type / count / share of cell area [%]
clock buffers: 6 / 1.380
clock inverters: 2 / 0.6484
inverters: 16 / 1.004
multi-input cells: 282 / 34.68
flip-flops and latches: 52 / 21.77
well taps: 105 / 2.196
repair buffers: 233 / 38.32
-- timing repair --
item                                    in CTS  in global routing
buffers inserted                             0                  0
pin swaps                                    3                  1
endpoints found under the setup margin       2                  2
resized                                      7                  3
hold endpoints to repair                     0                  0
-- placed cells by master (no fill, tap or decap), types with 5 or more instances in the layout --
master           count
clkdlybuf4s50_1    215
mux2_2              52
dfrtp_1             51
or3_1               50
nor2_1              20
and2_1              19
o21ai_0             19
nand2_1             16
inv_1               15
buf_4               14
ha_1                11
a21oi_1             10
nand3_1              8
nor2b_1              8
nand4_1              7
nor4_1               6
clkbuf_8             6
nor3_1               5
-- kinds of logic after synthesis --
family,synth area share [%]
AND-OR/OR-AND,10.34
buffers and inverters,4.920
adder cells (fa/ha/maj),4.278
flip-flops,37.11
multiplexers,17.54
XOR/XNOR,1.248
AND/OR/NAND/NOR,24.56
-- metrics by stage --
stage               hold slack (ns)  total power, uW  std cells  util [%]  worst slack, ns
finish                       0.4969             1858        696     71.72          0.09258
global route                 0.5238             1985        696     71.72         -0.03668
CTS                          0.5169             1871        696     71.65          0.06970
detailed placement           0.4938             1433        688     69.88          -0.1589
global placement             0.4850             1425        688     69.88          -0.1697
floorplan                    0.4044             1081        377         -           0.7587
-- report_power, final --
part | total [uW] | internal (uW) | leakage [uW] | switching [uW]
Sequential | 798 | 686 | 0.000625 | 113
Combinational | 630 | 415 | 0.00181 | 215
Clock | 429 | 234 | 0.0000614 | 195
Total | 1860 | 1330 | 0.00250 | 524
-- worst max-delay path, delay by kind of cell --
kind	cells	cell delay (ns)
AND-OR/OR-AND	3	0.41
buffers and inverters	4	1.13
adder cells (fa/ha/maj)	1	0.19
AND/OR/NAND/NOR	1	0.27
-- worst max path at each step --
stage                 cells past startpoint  slack (ns)           to           start
final                                     9        0.09  error_gnt_o  error_len_i[1]
after CTS                                 9        0.07  error_gnt_o  error_len_i[1]
after global routing                      9       -0.04  error_gnt_o  error_len_i[1]
Power figures rest on the tool's default switching activity, not on a simulated workload.
