==> flow/design.v <==
module axi_address_decoder_AW
#(
    parameter  ADDR_WIDTH     = 32,
    parameter  N_INIT_PORT    = 8,
    parameter  N_REGION       = 2
)
(
    input  logic                                                        clk,
    input  logic                                                        rst_n,
    input  logic                                                        awvalid_i,
    input  logic [ADDR_WIDTH-1:0]                                       awaddr_i,
    output logic                                                        awready_o,
    output logic [N_INIT_PORT-1:0]                                      awvalid_o,
    input  logic [N_INIT_PORT-1:0]                                      awready_i,
    input  logic                                                        grant_FIFO_DEST_i,
    output logic [N_INIT_PORT-1:0]                                      DEST_o,
    output logic                                                        push_DEST_o,
    input  logic [N_REGION-1:0][N_INIT_PORT-1:0][ADDR_WIDTH-1:0]        START_ADDR_i,
    input  logic [N_REGION-1:0][N_INIT_PORT-1:0][ADDR_WIDTH-1:0]        END_ADDR_i,
    input  logic [N_REGION-1:0][N_INIT_PORT-1:0]                        enable_region_i,
    input  logic [N_INIT_PORT-1:0]                                      connectivity_map_i,
    output logic                                                        incr_req_o,
    input  logic                                                        full_counter_i,
    input  logic                                                        outstanding_trans_i,
    output logic                                                        error_req_o,
    input  logic                                                        error_gnt_i,
    output logic                                                        handle_error_o,
    input  logic                                                        wdata_error_completed_i,
    output logic                                                        sample_awdata_info_o
);
  logic [N_INIT_PORT-1:0]                                               match_region;  
  logic [N_INIT_PORT:0]                                                 match_region_masked;
  logic [N_REGION-1:0][N_INIT_PORT-1:0]                                 match_region_int;
  logic [N_INIT_PORT-1:0][N_REGION-1:0]                                 match_region_rev;
  logic                                                                 awready_int;
  logic [N_INIT_PORT-1:0]                                               awvalid_int;
  logic                                                                 error_detected;
  logic                                                                 local_increm;
  genvar i,j;
  assign DEST_o      = match_region[N_INIT_PORT-1:0];
  assign push_DEST_o = |(awvalid_i & awready_o) & ~error_detected;
  enum logic [1:0]      { OPERATIVE, COMPLETE_PENDING, ACCEPT_WDATA , COMPLETE_ERROR_RESP } CS, NS;
  generate
      for(j=0;j<N_REGION;j++)
      begin
           for(i=0;i<N_INIT_PORT;i++)
           begin
              assign match_region_int[j][i]  =  (enable_region_i[j][i] == 1'b1 ) ? (awaddr_i >= START_ADDR_i[j][i]) && (awaddr_i <= END_ADDR_i[j][i]) : 1'b0;
           end
      end
      for(j=0;j<N_INIT_PORT;j++)
      begin
           for(i=0;i<N_REGION;i++)
           begin
             assign match_region_rev[j][i] = match_region_int[i][j];
           end
      end
      for(i=0;i<N_INIT_PORT;i++)
      begin
        assign match_region[i]  =  | match_region_rev[i];
      end
      assign match_region_masked[N_INIT_PORT-1:0] = match_region & connectivity_map_i;
      assign match_region_masked[N_INIT_PORT] = ~(|match_region_masked[N_INIT_PORT-1:0]);
  endgenerate
  always_comb
  begin
      if(grant_FIFO_DEST_i == 1'b1)
      begin
            if(awvalid_i)
            begin
                {error_detected,awvalid_int} = {N_INIT_PORT+1{awvalid_i}} & match_region_masked;
            end
            else
            begin
                awvalid_int      = '0;
                error_detected = 1'b0;
            end
            awready_int = |({error_gnt_i,awready_i} & match_region_masked);
      end
      else
      begin
          awvalid_int       = '0;
          awready_int     = 1'b0;
          error_detected  = 1'b0;  
      end
  end
  always_ff @(posedge clk, negedge rst_n)
  begin
    if(rst_n == 1'b0)
    begin
        CS <= OPERATIVE;
    end
    else
    begin
        CS <= NS;
    end
  end
  assign local_increm =  |(awvalid_o & awready_i);
  always_comb
  begin
      awready_o            = 1'b0;
      handle_error_o       = 1'b0;
      sample_awdata_info_o = 1'b0;
      error_req_o          = 1'b0;
      incr_req_o           = 1'b0;
      awvalid_o            = '0;
      case(CS)
          OPERATIVE:
          begin
              handle_error_o  = 1'b0;
              incr_req_o =   local_increm;
              if(error_detected)
              begin
                NS = COMPLETE_PENDING;
                awready_o = 1'b1;
                sample_awdata_info_o = 1'b1;
                awvalid_o            = '0;
              end
              else
              begin
                NS = OPERATIVE;
                awready_o = awready_int;
                awvalid_o = awvalid_int;
              end
          end
          COMPLETE_PENDING:
          begin
              awready_o     = 1'b0;
              handle_error_o  = 1'b0;
              if(outstanding_trans_i)
              begin
                NS        = COMPLETE_PENDING;
                awready_o = 1'b0;
              end
              else
              begin  
                awready_o = 1'b0;
                NS = ACCEPT_WDATA;
              end
          end
          ACCEPT_WDATA :
          begin
              awready_o     = 1'b0;
              handle_error_o  = 1'b1;
              if(wdata_error_completed_i)
                NS = COMPLETE_ERROR_RESP;
              else
                NS = ACCEPT_WDATA;
          end
          COMPLETE_ERROR_RESP :
          begin
              handle_error_o  = 1'b0;
              error_req_o     = 1'b1;
              if(error_gnt_i)
                NS = OPERATIVE;
              else
                NS = COMPLETE_ERROR_RESP;
          end
          default :
          begin
              NS              = OPERATIVE;
              awready_o       = awready_int;
              handle_error_o  = 1'b0;
          end
      endcase
  end
endmodule
==> flow/run.sh <==
#!/bin/bash
# OpenROAD 26Q1-2900-gdf79404cd8, Yosys 0.63+post, stock flow scripts
make -C /OpenROAD-flow-scripts/flow DESIGN_CONFIG=/design/flow/config.mk WORK_HOME=/design/flow/orfs finish
==> flow/config.mk <==
export PLATFORM = sky130hd
export DESIGN_NAME = axi_address_decoder_AW
export DESIGN_NICKNAME = axi_address_decoder_AW
export VERILOG_FILES = /design/flow/design.v
export SDC_FILE = /design/flow/constraint.sdc
export NUM_CORES = 4
export LEC_CHECK = 1
export CORE_AREA = 10 10 453 453
export DIE_AREA = 0 0 463 463
==> flow/constraint.sdc <==
current_design axi_address_decoder_AW

set clk_period 9.7
set clk_io_pct 0.2

create_clock -name clk0 -period $clk_period [get_ports {clk}]

set non_clock_inputs [all_inputs -no_clocks]
set_input_delay [expr $clk_period * $clk_io_pct] -clock clk0 $non_clock_inputs
set_output_delay [expr $clk_period * $clk_io_pct] -clock clk0 [all_outputs]
==> out/qor.json <==
{
  "run_status": "completed",
  "timing.final.crit_period_ns": 8.86,
  "ys_types": 71,
  "critical-path-max-stage-delay_ns": 0.68,
  "dominantRegCellSynth": "dfrtp_1",
  "critical_path.max_fanout": 8,
  "top_cells_by_area": "ha_1, inv_1, a21oi_1",
  "max_cap_violations": 0,
  "die_height_um": 463,
  "post_cts.repair.setup_buffers": 0,
  "required_ns": 7.76,
  "power.leakage_nw": 21.3,
  "mostFrequentLayoutCell": "clkdlybuf4s50_1",
  "yosys_area_mm2": 0.0259,
  "finalWeightedCongestion": 0.971,
  "h-tree-depth": 1,
  "clock_root_buffer": "clkbuf_16",
  "rsz0062_at_grt": "false",
  "final-setup-viol-count": 0,
  "cts_inserted_buffers": 3,
  "finalNonFillerCells": 7519,
  "grt_max_degree": 22,
  "die_w_um": 463,
  "areaGrowthSynthToFinish_pct": 59.9,
  "p_switching_mw": 0.982,
  "postCtsHoldBufs": 0,
  "tally_of_openroad_warnings": 26,
  "clk_lat_worst_skew_ns": 0.23,
  "synthCells": 3648,
  "cp_data_arrival_time_ns": 6.92,
  "crit_path_cell_trace": "clkdlybuf4s50_1, clkinv_2, buf_12, buf_4, ha_1, nand2b_1, a2111oi_0, nor3_1, nor4_1, o211ai_1, a31oi_1, a211oi_2, buf_4, o21ai_1, nand2_1, nor2_1, clkdlybuf4s50_1",
  "timing.fmax_mhz": 113,
  "worst_r2r_end": "CS[2]",
  "syn_area_per_cell_um2": 7.10,
  "layout.cells.most_common_list": "clkdlybuf4s50_1, ha_1, inv_1",
  "dp_hpwl_mm": 184,
  "regMostFlops": "CS",
  "worst-r2r-cell-count": 2,
  "dr_total_vias": 31800,
  "drt_iter0_markers": 2007,
  "worst_setup_path_end_kind": "primary output",
  "power.density_cell_area_mw_per_mm2": 46.5,
  "first_global_vias": 31800,
  "placed_cell_area_mm2": 0.0413,
  "layout-drive-gt1-share_pct": 3.26,
  "ys.warnings.count": 1,
  "final_area_mm2": 0.0414,
  "viasPerCell": 4.23,
  "finalSetupTns_ns": 0,
  "intPower_mw": 0.945,
  "top_regs": "CS (4)",
  "synth-cells-yosys": 3648,
  "beginning_of_the_critical_path": "awaddr_i[0]",
  "place.port_buffers": 1116,
  "critical_path.startpoint_type": "input port",
  "critical-path-slowest-cell": "a2111oi_0",
  "wire_length_of_the_first_global_routing_pass_mm": 273,
  "overflow_after_grt": 0,
  "antenna_found_initial": 77,
  "ys_seq_share_pct": 0.391,
  "drt-pass1-iter-count": 8,
  "ys_ff": 4,
  "cts_repair_resize_count": 0,
  "fillCellCount": 21700,
  "cp_capture_point": "sample_awdata_info_o",
  "share_clk_of_total_power_pct": 3.5,
  "gr-usage-all-layers_pct": 18.7,
  "finalWirelength_mm": 208,
  "worst_reg_to_reg_setup_slack_ns": 8.94,
  "path_class": "input port to primary output",
  "hold_path.class": "flop to flop",
  "power.ir.vdd_worst_uv": 55.4,
  "min_period_over_period_pct": 91.3,
  "routedWlPerCell_um": 27.6,
  "post_synth_instance_area_mm2": 0.0259,
  "worst_r2r_startpoint": "CS[0]",
  "core_util_floorplan_pct": 13.3,
  "place.detailed.instances": 7493,
  "cts.path.max_buffers": 2,
  "core.rowCount": 162,
  "slew_headroom_pct": 33.1,
  "largest_reg_flops": 4,
  "number_of_flops_mapped_to_enable_cells_by_yosys": 0,
  "fin_worst_skew_ns": 0.00218,
  "clk_pin_slew_ns": 0.03,
  "tritoncts": "yes",
  "p_comb_share_pct": 95.2,
  "number_of_pins_exceeding_their_max_slew_limit_in_the_final_report": 0,
  "synth_top_area_share_pct": 49.4,
  "cts.sinks": 4,
  "tightestPinTransition_ns": 1.00,
  "sequentialPowerShare_pct": 1.3,
  "ant_nets": 0,
  "final_hold_viol_count": 0,
  "top_area_cell": "ha_1",
  "sw_frac_of_total_pct": 51.0,
  "fp.coreArea_mm2": 0.195,
  "async_flop_share_pct": 100,
  "drc": 0,
  "io-pin-count": 1118,
  "die-area_mm2": 0.214
}
==> worst min path at each step <==
stage     start    end  cells past startpoint
4_1_cts   CS[0]  CS[2]                      2
5_1_grt   CS[0]  CS[2]                      2
6_report  CS[0]  CS[2]                      2
==> power by group through the flow <==
stage / clock network [mW] / registers [mW] / logic, mW
4_1_cts: 0.0681 / 0.0248 / 1.86
5_1_grt: 0.0697 / 0.0254 / 2.03
6_report: 0.0678 / 0.0248 / 1.83
==> synth_stat cells, types with 6 or more instances <==
| master | count |
|---|---|
| a2111o_1 | 6 |
| nor2b_1 | 22 |
| a21oi_1 | 355 |
| o21ai_0 | 107 |
| nor2_1 | 101 |
| o21a_1 | 14 |
| o211ai_1 | 29 |
| and2_1 | 11 |
| a21o_1 | 67 |
| a211o_1 | 8 |
| and4_1 | 45 |
| ha_1 | 1024 |
| a31oi_1 | 15 |
| nand2b_1 | 29 |
| nor4_1 | 25 |
| a211oi_1 | 42 |
| o31ai_1 | 6 |
| o21ai_1 | 23 |
| nand4_1 | 155 |
| a2111oi_0 | 17 |
| a21boi_0 | 6 |
| nand3_1 | 98 |
| a221o_1 | 16 |
| and3_1 | 11 |
| or4_1 | 10 |
| a221oi_1 | 28 |
| nand2_1 | 239 |
| nor3_1 | 34 |
| inv_1 | 1014 |
==> layer usage <==
metal | wire length [um] | track usage (%) | part of all wire [%] | vias up
met3 | 15000 | 4.16 | 7.2 | 272
met4 | 7440 | 5.34 | 3.6 | 28
li1 | - | - | - | 15300
met5 | 179 | 0 | 0.086 | -
met1 | 92800 | 25.1 | 45 | 14600
met2 | 92100 | 30.1 | 44 | 1546
==> final cells by class <==
class	instances	area [um2]	area share, %
Multi-Input combinational cell	2629	22000	53.2
Timing Repair Buffer	1222	12100	29.1
Inverter	1014	3810	9.19
Tap cell	2624	3280	7.92
Sequential cell	4	101	0.245
Clock buffer	4	78.8	0.190
Antenna cell	22	55.1	0.133
==> cell families (layout without fill, tap and decap cells) <==
kind of cell / Yosys count / in the layout / share of synthesized area, %
other cells: 0 / 22 / 0
simple gates: 802 / 802 / 16.0
buf+inv: 1015 / 2240 / 14.7
fa+ha+maj: 1024 / 1024 / 49.4
compound gates: 803 / 803 / 19.4
flops: 4 / 4 / 0.391
==> stage by stage <==
step           hold slack [ns]  setup slack, ns  total power, mW  utilization (%)
5_1_grt                  0.521            0.587             2.12             21.2
6_report                 0.509            0.842             1.93             21.3
4_1_cts                  0.511            0.658             1.95             21.2
3_3_place_gp             0.503            0.727             1.85             21.2
2_1_floorplan            0.468             2.82            0.752                -
3_5_place_dp             0.509            0.693             1.87             21.2
==> critical path, delay by kind of cell <==
family          cells  cell delay, ns
buf+inv             6            1.99
fa+ha+maj           1            0.31
compound gates      5            1.67
simple gates        5            0.98
Power and IR drop assume default switching activity.
